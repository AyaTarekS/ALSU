$ cat constraint.sdc
current_design ALSU

set clk_period 3.3
set clk_io_pct 0.2

create_clock -name clk0 -period $clk_period [get_ports {clk}]

set non_clock_inputs [all_inputs -no_clocks]
set_input_delay [expr $clk_period * $clk_io_pct] -clock clk0 $non_clock_inputs
set_output_delay [expr $clk_period * $clk_io_pct] -clock clk0 [all_outputs]
$ cat design.v
module ALSU(A, B, cin, serial_in, red_op_A, red_op_B, opcode, bypass_A, bypass_B, clk, rst, direction, leds, out);
parameter INPUT_PRIORITY = "A";
parameter FULL_ADDER = "ON";
input clk, rst, red_op_A, red_op_B, bypass_A, bypass_B, direction, serial_in;
input cin;  
input [2:0] opcode;
input signed [2:0] A, B;
output reg [15:0] leds;
output reg signed [5:0] out;
reg red_op_A_reg, red_op_B_reg, bypass_A_reg, bypass_B_reg, direction_reg, serial_in_reg;
reg signed [1:0] cin_reg;
reg [2:0] opcode_reg;
reg signed [2:0] A_reg, B_reg;
wire invalid_red_op, invalid_opcode, invalid;
assign invalid_red_op = (red_op_A_reg || red_op_B_reg) & (opcode_reg[1] || opcode_reg[2]);
assign invalid_opcode = opcode_reg[1] && opcode_reg[2];
assign invalid = invalid_red_op || invalid_opcode;
always @(posedge clk or posedge rst) begin
  if(rst) begin
     cin_reg <= 0;
     red_op_B_reg <= 0;
     red_op_A_reg <= 0;
     bypass_B_reg <= 0;
     bypass_A_reg <= 0;
     direction_reg <= 0;
     serial_in_reg <= 0;
     opcode_reg <= 0;
     A_reg <= 0;
     B_reg <= 0;
  end else begin
     cin_reg <= cin;
     red_op_B_reg <= red_op_B;
     red_op_A_reg <= red_op_A;
     bypass_B_reg <= bypass_B;
     bypass_A_reg <= bypass_A;
     direction_reg <= direction;
     serial_in_reg <= serial_in;
     opcode_reg <= opcode;
     A_reg <= A;
     B_reg <= B;
  end
end
always @(posedge clk or posedge rst) begin
  if(rst) begin
     leds <= 0;
  end else begin
      if (invalid)
        leds <= ~leds;
      else
        leds <= 0;
  end
end
always @(posedge clk or posedge rst) begin
  if(rst) begin
    out <= 0;
  end
  else begin
    if (bypass_A_reg && bypass_B_reg)
      out <= (INPUT_PRIORITY == "A")? {{3{A_reg[2]}}, A_reg}: {{3{B_reg[2]}}, B_reg};
    else if (bypass_A_reg)
      out <= {{3{A_reg[2]}}, A_reg};
    else if (bypass_B_reg)
      out <= {{3{B_reg[2]}}, B_reg};
    else if (invalid) 
      out <= 0;
    else begin
        case (opcode_reg)
          3'h0: begin 
            if (red_op_A_reg && red_op_B_reg)
              out <= (INPUT_PRIORITY == "A")? {5'b0 ,|A_reg}: {5'b0 , |B_reg};
            else if (red_op_A_reg) 
              out <= {5'b0 ,|A_reg};
            else if (red_op_B_reg)
              out <= {5'b0 , |B_reg};
            else 
              out <= A_reg | B_reg;
          end
          3'h1: begin
            if (red_op_A_reg && red_op_B_reg)
              out <= (INPUT_PRIORITY == "A")? {5'b0 ,^A_reg}: {5'b0 , ^B_reg};
            else if (red_op_A_reg) 
              out <= {5'b0 ,^A_reg};
            else if (red_op_B_reg)
              out <= {5'b0 , ^B_reg};
            else 
              out <= A_reg ^ B_reg;
          end
          3'h2: out <= (FULL_ADDER == "ON")? A_reg + B_reg + cin_reg : A_reg + B_reg;
          3'h3: out <= A_reg * B_reg;
          3'h4: begin
            if (direction_reg)
              out <= {out[4:0], serial_in_reg};
            else
              out <= {serial_in_reg, out[5:1]};
          end
          3'h5: begin
            if (direction_reg)
              out <= {out[4:0], out[5]};
            else
              out <= {out[0], out[5:1]};
          end
          default: 
            out <= 0;
        endcase
    end 
  end
end
endmodule
$ cat run.sh
#!/bin/bash
# OpenROAD 26Q1-2900-gdf79404cd8, Yosys 0.63+post, stock flow scripts
make -C /OpenROAD-flow-scripts/flow DESIGN_CONFIG=/design/flow/config.mk WORK_HOME=/design/flow/orfs finish
$ cat config.mk
export PLATFORM = sky130hd
export DESIGN_NAME = ALSU
export DESIGN_NICKNAME = ALSU
export VERILOG_FILES = /design/flow/design.v
export SDC_FILE = /design/flow/constraint.sdc
export NUM_CORES = 4
export LEC_CHECK = 1
export CORE_UTILIZATION = 40
==> flow_summary.json <==
{
  "htree_num_levels": 2,
  "largest_register": "leds",
  "crit_path_start_kind": "register",
  "drive_gt1_share_pct": 11.5,
  "fp-utilization_pct": 41.9,
  "final_util_pct": 55.0,
  "cts.sinks": 38,
  "grt_pass1_wl_um": 6640,
  "antenna_found_initial": 0,
  "finalClockSkew_ns": 0.00381,
  "ctsLongestPathBuffers": 2,
  "first_iter_violations": 67,
  "fp.dieH_um": 72.6,
  "grt_max_degree": 21,
  "ys_seq_share_pct": 47.7,
  "wl_per_cell_um": 13.1,
  "pre_cts_ws_ns": 0.168,
  "holdCritPathClass": "register to register",
  "grtUsageTotal_pct": 16.9,
  "fin_setup_tns_ns": 0,
  "min_period_ns": 3.13,
  "crit_type": "register to register",
  "leakagePower_nw": 1.18,
  "place.gp.congestion": 0.931,
  "wirelength_um": 3840,
  "hold_viol": 0,
  "tightest_slew_ns": 0.738,
  "numCtsBuffers": 5,
  "slew_violations": 0,
  "warning_count": 31,
  "reg_top3": "leds x16, out x6",
  "synthSimpleGateAreaFrac_pct": 12.8,
  "ys_ff": 38,
  "rsz0062_at_grt": "no",
  "synth_cell_types": 45,
  "netlist_area_um2": 1990,
  "core_area_um2": 4750,
  "status": "finished, final reports clean",
  "dieArea_um2": 5270,
  "vias": 1436,
  "crit_family": "adder cells",
  "holdBufCountCts": 0,
  "synth_chip_area_um2": 1990,
  "viasPerCell": 4.90,
  "fillers": 409,
  "drt-pass1-iter-count": 4,
  "synthArstFlopShare_pct": 100,
  "clockRootBuffer": "clkbuf_8",
  "drcViolationCount": 0,
  "grt.overflow.total": 0,
  "drtAntennaViolNets": 0,
  "cp_common_cell": "fa_1",
  "logic_family": "adder cells",
  "clock.latency.late_pin_ns": 0.28,
  "ys_dominant_reg_cell": "dfrtp_1",
  "largest_reg_flops": 16,
  "synthAoiAreaFrac_pct": 11.7,
  "clkTransAtPathRegs_ns": 0.07,
  "critPathSlowestCell": "dfrtp_1",
  "slew_headroom_pct": 50.7,
  "yosys_cells": 176,
  "yosys_warnings": 1,
  "crit_path_cell_trace": "ha_1 -> inv_1 -> fa_1 -> fa_1 -> inv_1 -> ha_1 -> fa_1 -> xnor3_1 -> xnor2_1 -> or3b_1 -> a221oi_2",
  "max_freq_mhz": 319,
  "mux_area_share_pct": 4.65,
  "critPathCaptureType": "register",
  "cts_tree": "yes",
  "io_buffers": 39,
  "maxCapViolations": 0,
  "crit_fanout": 5,
  "critPathMaxStageDelay_ns": 0.44,
  "syn_to_final_growth_pct": 31.1,
  "period_used_pct": 95.0,
  "num_antenna_cells": 0,
  "synth_cells": 176,
  "chipWidth_um": 72.6,
  "ys_sh_xor_pct": 2.45,
  "ys_sh_adder_pct": 16.8,
  "grt_pass1_vias": 1452,
  "worst-endpoint-arrival_ns": 3.33,
  "setup_slack_ns": 0.166,
  "edf_count": 0,
  "syn_avg_cell_area_um2": 11.3,
  "path_buffers": 2,
  "crit_required_ns": 3.50,
  "setup_viol": 0,
  "dp_hpwl_um": 2980,
  "vdd_drop_max_mv": 0.259,
  "rows": 25,
  "boundaryPins": 40,
  "power_density_nw_per_um2": 422
}
[synth_stat cells (all sizes together), types with 2 or more instances]
cell type  instances  area (um2)
a211oi             5        37.5
a21oi              7        46.3
a31oi              3        18.8
buf                3        13.8
dfrtp             38         951
fa                 8         160
ha                14         175
inv               16        60.1
mux2               2        22.5
mux2i              7        70.1
nand2              8        30.0
nor2              26        97.6
nor2b              2        12.5
o21ai              3        15.0
o22ai              2        12.5
o31ai              3        22.5
or2                4        25.0
xnor2              2        17.5
[final timing paths]
| check | from | end | slack [ns] | depth (start not counted) |
|---|---|---|---|---|
| setup / recovery | B_reg[1] | out[5] | 0.17 | 11 |
| hold / removal | leds[11] | leds[11] | 0.42 | 1 |
| setup reg to reg | B_reg[1] | out[5] | 0.17 | 11 |
| hold reg to reg | leds[11] | leds[11] | 0.42 | 1 |
| max in group asynchronous | rst | B_reg[2] | 1.94 | 3 |
| min in group asynchronous | rst | leds[9] | 0.80 | 2 |
[routing by layer]
layer,vias up,global-route usage (%),routed length (um)
met5,-,0,0
met4,0,1.74,36
met3,5,3.50,202
met2,38,26.1,1800
met1,703,27.1,1810
li1,690,-,-
[cells by family after synthesis]
group / Yosys count
buf+inv: 20
compound gates: 32
mux: 9
fa+ha+maj: 22
flops: 38
simple gates: 51
xor+xnor: 4
[stage by stage]
step,hold WS [ns],total power [W],cells,cell area [um2]
final,0.421,0.00110,293,2610
after CTS,0.422,0.00112,293,2610
after floorplan,0.378,0.000661,176,1990
after global placement,0.414,0.000788,285,2510
after global routing,0.434,0.00117,293,2610
after detailed placement,0.412,0.000790,285,2510
[placed cells by master (no fill, tap or decap), types with 3 or more instances in the layout]
cell type	netlist	layout
clkdlybuf4s50_1	0	39
dfrtp_1	38	37
nor2_1	26	26
inv_1	16	15
ha_1	14	14
fa_1	8	8
nand2_1	8	7
mux2i_1	7	7
a21oi_1	6	6
clkbuf_8	0	6
buf_4	0	6
a211oi_1	5	5
o31ai_1	3	3
a31oi_1	3	3
[cell type report]
type,instances,area [um2],share of cell area [%]
clock buffer,6,82.6,3.16
timing repair buffer,46,455,17.4
clock inverter,2,12.5,0.479
sequential,38,952,36.4
inverter,16,60.1,2.30
multi-input combinational,118,967,37.0
tap,67,83.8,3.21
[power breakdown]
part | total [W] | switching, W | internal [W] | leakage [nW]
clock | 0.000324 | 0.000156 | 0.000168 | 0.0472
combinational | 0.000235 | 0.0000897 | 0.000145 | 0.685
sequential | 0.000545 | 0.0000362 | 0.000508 | 0.452
[what timing repair did]
item	4_1_cts	5_1_grt
buffers inserted	0	0
setup endpoints to repair	0	1
resized	0	3
No activity file was given, so power comes from the tool's default toggle rates.
